## /design/flow/config.mk

```make
export PLATFORM = sky130hd
export DESIGN_NAME = clock_divider
export DESIGN_NICKNAME = clock_divider
export VERILOG_FILES = /design/flow/design.v
export SDC_FILE = /design/flow/constraint.sdc
export NUM_CORES = 4
export LEC_CHECK = 1
export CORE_UTILIZATION = 30
```

## /design/flow/constraint.sdc

```tcl
current_design clock_divider

set clk_period 113.5
set clk_io_pct 0.2

create_clock -name clk0 -period $clk_period [get_ports {clk}]

set non_clock_inputs [all_inputs -no_clocks]
set_input_delay [expr $clk_period * $clk_io_pct] -clock clk0 $non_clock_inputs
set_output_delay [expr $clk_period * $clk_io_pct] -clock clk0 [all_outputs]
```

## /design/flow/design.v

```verilog
module clock_divider #(
        parameter BASESPEED = 50000000  
) (
        input clk,
        input [$clog2(1000000) - 1:0] speed,  
        input rst,
        output logic outClk
);
        logic [$clog2(BASESPEED) - 1:0] ratio;
        logic [$clog2(BASESPEED) - 1:0] counter;
        logic outClk_d;
        assign ratio = BASESPEED / speed;  
        always_comb begin
                if (rst) begin
                        outClk_d = 0;
                end else if (counter < (ratio / 2)) begin
                        outClk_d = 0;
                end else begin
                        outClk_d = 1;
                end
        end
        always @(posedge clk) begin
                if (rst) begin
                        counter <= 0;
                end else begin
                        if (counter < (ratio - 1)) begin
                                counter <= counter + 1;
                        end else begin
                                counter <= 0;
                        end
                end
                outClk <= outClk_d;
        end
endmodule
```

## /design/flow/run.sh

```bash
#!/bin/bash
# OpenROAD 26Q1-2900-gdf79404cd8, Yosys 0.63+post, stock flow scripts
make -C /OpenROAD-flow-scripts/flow DESIGN_CONFIG=/design/flow/config.mk WORK_HOME=/design/flow/orfs finish
```

==> impl_metrics.tcl <==
# implementation run metrics
set metrics [dict create \
    ys.flop_type "dfxtp_1" \
    status "finished clean" \
    gp_congestion 1.02 \
    antenna_found_initial 2 \
    fin_crit_ns 107.24 \
    wl_per_cell_um 17.8 \
    netlist_area_sq_mm 0.0290 \
    cts_max_level 1 \
    hp-start "counter[9]" \
    holdPathEnd "counter[9]" \
    grt_overflow 0 \
    place_ws_ns -0.123 \
    worst_slack_ns 6.26 \
    relSlewSlack_pct 36.8 \
    critPathRequiredTime_ns 113.70 \
    path_max_fanout 46 \
    cp_common_cell "o21a_1" \
    detail-route-antenna-nets 0 \
    report.final.slew_viol_count 0 \
    final_core_util_pct 33.0 \
    areaGrowthSynthToFinish_pct 8.49 \
    ys_cells 4181 \
    num_rows 113 \
    arrival_ns 107.44 \
    ys_async_sr_fraction_pct 0 \
    boundaryPins 23 \
    log.warning_count 25 \
    setup_tns_ns 0 \
    fmax_mhz 9.32 \
    dp_cells 5422 \
    cts_max_path_buffers 2 \
    antennaDiodeCount 0 \
    io_buffers 22 \
    start_kind "primary input" \
    setup_viol 0 \
    layout_top_cell "ha_1" \
    final.period_utilization_pct 94.5 \
    ys_seq_share_pct 1.86 \
    clk_pin_slew_ns 0.07 \
    postSynthCellCount 4181 \
    reg2reg_from "counter[17]" \
    yosys_area_sq_mm 0.0290 \
    cp_num_buf_inv 37 \
    worstSetupPathType "primary input to register" \
    synth-edff-count 0 \
    slowest_delay_ns 0.67 \
    num_vias 31000 \
    min_path_type "register to register" \
    synth.avg_cell_area_sq_um 6.94 \
    regArea_sq_um 541 \
    die_area_sq_mm 0.0980 \
    fp-utilization_pct 30.4 \
    fillers 10100 \
    grt_usage_pct 19.4 \
    synth_cell_types 115 \
    rrSetupSlack_ns 110.56 \
    reg2reg_depth 16 \
    cts_hold_buf 0 \
    reg2reg_to "counter[20]" \
    cts_root_buf "clkbuf_16" \
    clk_latency_ns 0.27 \
    design.core.area_sq_mm 0.0954 \
    drc 0 \
    grt_pass1_wl_um 153000 \
    cts.sinks 27 \
    lay_top_cells "468 x ha_1, 400 x nor2_1, 368 x nand2_1, 355 x a21oi_1, 259 x o21ai_0" \
    dieWidth_um 313 \
    dr.pass1.iters 6 \
    cts_tree "yes" \
    clock_skew_ns 0.00487 \
    grt_max_degree 47 \
    drt_wl_total_um 97100 \
    ys.flops 27 \
    ys_warn_count 1 \
    die_y_um 313 \
    grt_pass1_vias 27700 \
    final-hold-violation-count 0 \
    tightest_slew_ns 0.924 \
    slowest_stage "or4_4" \
    avgViaCountPerCell 5.69 \
    hold_depth 2 \
    drt-initial-drc-count 2416 \
    dpl.hpwl_um 78500 \
    cts_buffers 3 \
    comb_area_sq_mm 0.0277 \
    critPathTopFamily "AND-OR/OR-AND gates" \
    crit_path_end_kind "register" \
    maxCapViolCount 0 \
    final_cells 5451 \
    drive_above_1_share_pct 8.93 \
]
## area by class of cell
type,count,share of cell area [%]
multi-input cells,3865,88.0
well taps,1265,5.03
repair buffers,107,2.76
inverters,183,2.27
flip-flops and latches,27,1.72
clock buffers,3,0.238
clock inverters,1,0.0278
## synthesized netlist by cell type, types with 10 or more instances
| library cell | count | area share (%) |
|---|---|---|
| buf_2 | 11 | 0.19 |
| nand4_1 | 47 | 1.0 |
| xnor2_1 | 211 | 6.4 |
| nor2_1 | 405 | 5.2 |
| o31ai_1 | 101 | 2.6 |
| nor4_1 | 30 | 0.65 |
| nand2b_1 | 93 | 2.0 |
| a211o_1 | 18 | 0.54 |
| dfxtp_1 | 27 | 1.9 |
| clkbuf_1 | 58 | 0.75 |
| nor3_1 | 135 | 2.3 |
| nor2_2 | 22 | 0.47 |
| o22ai_1 | 15 | 0.32 |
| o21a_1 | 146 | 3.8 |
| a21o_1 | 153 | 4.0 |
| o31a_1 | 13 | 0.39 |
| o211a_1 | 13 | 0.45 |
| o21bai_1 | 26 | 0.67 |
| inv_2 | 10 | 0.13 |
| nand2_1 | 371 | 4.8 |
| ha_1 | 468 | 20 |
| o211ai_1 | 47 | 1.2 |
| o221ai_1 | 13 | 0.39 |
| a31oi_1 | 42 | 0.91 |
| and4_1 | 13 | 0.39 |
| and2_1 | 34 | 0.73 |
| nor2b_1 | 51 | 1.1 |
| buf_1 | 28 | 0.36 |
| a2111oi_0 | 11 | 0.33 |
| o21ai_0 | 270 | 4.7 |
| or2_2 | 23 | 0.50 |
| a31o_2 | 10 | 0.30 |
| a21boi_0 | 28 | 0.72 |
| nand3_1 | 95 | 1.6 |
| or3_1 | 39 | 0.84 |
| mux2_2 | 100 | 3.9 |
| xor2_1 | 108 | 3.3 |
| a21oi_1 | 357 | 6.2 |
| mux2i_1 | 41 | 1.4 |
| inv_1 | 170 | 2.2 |
| a211oi_1 | 45 | 1.2 |
| and3_1 | 46 | 0.99 |
## state kept, by name, summed over array words and instances (netlist names)
name	cells
counter	26
outClk	1
## kinds of logic after synthesis
group / share of synthesized area (%)
DFF: 1.86
muxes: 5.43
other: 0.0129
xor gates and xnor gates: 9.62
and+or+nand+nor: 24.8
AOI/OAI and AO/OA: 34.0
adders and majority gates: 20.2
buffers and inverters: 4.03
## metal layers
layer | global-route usage [%] | wire length (um)
met1 | 29.3 | 48300
met2 | 30.0 | 41100
met3 | 1.71 | 5510
met4 | 3.58 | 2200
met5 | 0 | 23
## what timing repair did
action                                  in CTS  in global routing
cloned                                       0                  2
resized                                      0                105
buffers inserted                             5                 18
endpoints found under the hold margin        0                  0
pin swaps                                    1                 10
endpoints found under the setup margin      26                 27
## stage by stage
| stage | hold slack (ns) | instance area [sq um] |
|---|---|---|
| after floorplan | 0.470 | 29000 |
| after CTS | 0.602 | 30900 |
| after global routing | 0.650 | 31500 |
| after detailed placement | 0.580 | 30800 |
| final | 0.609 | 31500 |
| after global placement | 0.573 | 30800 |
## worst max-delay path by stage
| stage | cells after the start | to | slack (ns) | start |
|---|---|---|---|---|
| after CTS | 395 | counter[20] | 0.05 | speed[19] |
| after global routing | 402 | counter[25] | -0.006 | speed[11] |
| final | 401 | counter[20] | 6.26 | speed[11] |
## worst reg2reg max path: cells and delay by family, from the launching register on
family	cells	cell delay [ns]
buf+inv	1	0.25
flops	1	0.48
fa+ha+maj	1	0.30
simple gates	6	0.71
compound gates	8	1.15
